### flow/constraint.sdc
current_design inputconditioner

set clk_period 2.1
set clk_io_pct 0.2

create_clock -name clk0 -period $clk_period [get_ports {clk}]

set non_clock_inputs [all_inputs -no_clocks]
set_input_delay [expr $clk_period * $clk_io_pct] -clock clk0 $non_clock_inputs
set_output_delay [expr $clk_period * $clk_io_pct] -clock clk0 [all_outputs]
### flow/design.v
module pull_all_truelove(clk,sw_1, speaker1,speaker2,speaker3,speaker4,speaker5,speaker6,speaker7,speaker8);
input sw_1, clk;
output speaker1,speaker2,speaker3,speaker4,speaker5,speaker6,speaker7,speaker8;
inputconditioner incon(clk,sw_1,conditioned);
playSong trueloveskiss_song(clk,conditioned,speaker1,speaker2,speaker3,speaker4,speaker5,speaker6,speaker7,speaker8);
endmodule
module inputconditioner(clk, noisysignal, conditioned);
output reg conditioned = 0;
reg positiveedge = 0;
reg negativeedge = 0;
input clk, noisysignal;
parameter counterwidth = 3;
parameter waittime = 3;
reg[counterwidth-1:0] counter =0;
reg synchronizer0 = 0;
reg synchronizer1 = 0;
always @(posedge clk ) begin
	positiveedge <= 0;
	negativeedge <= 0;
    	if(conditioned == synchronizer1)  
        	counter <= 0;
    	else begin
        if( counter == waittime) begin  
            	counter <= 0;  
            	conditioned <= synchronizer1;  
		if (conditioned == 0) begin  
			positiveedge <=1;  
		end
		else begin
			negativeedge <=1;  
		end
        end
        else 
            	counter <= counter+1;  
    	end
    	synchronizer1 = synchronizer0;
    	synchronizer0 = noisysignal;
end
endmodule
module trueloveskiss(clk, line, speaker1,speaker2,speaker3,speaker4,speaker5,speaker6,speaker7,speaker8);
input clk;
input[7:0] line;
output speaker1,speaker2,speaker3,speaker4,speaker5,speaker6,speaker7,speaker8;
wire[16:0] counter1,counter2,counter3,counter4;
wire[15:0] counter5,counter6,counter7,counter8;
wire En_C, En_D, En_E, En_F, En_G, En_A, En_B, En_C2;
lut LUT(line[0],line[1],line[2],line[3],line[4],line[5],line[6],line[7], En_C, En_D, En_E, En_F, En_G, En_A, En_B, En_C2);
musicC cnote(clk, speaker1, counter1, En_C);
musicD dnote(clk, speaker2, counter2, En_D);
musicE enote(clk, speaker3, counter3, En_E);
musicF fnote(clk, speaker4, counter4, En_F);
musicG gnote(clk, speaker5, counter5, En_G);
musicA anote(clk, speaker6, counter6, En_A);
musicB bnote(clk, speaker7, counter7, En_B);
musicC2 c2note(clk, speaker8, counter8, En_C2);
endmodule 
module lut(sw_0, sw_1, sw_2, sw_3, sw_4, sw_5, sw_6, sw_7, En_C, En_D, En_E, En_F, En_G, En_A, En_B, En_C2);
input sw_0, sw_1, sw_2, sw_3, sw_4, sw_5, sw_6, sw_7;
output reg En_C = 'b0;
output reg En_D = 'b0;
output reg En_E = 'b0;
output reg En_F = 'b0;
output reg En_G = 'b0;
output reg En_A = 'b0;
output reg En_B = 'b0;
output reg En_C2 = 'b0;
always@(sw_0,sw_1,sw_2,sw_3,sw_4,sw_5,sw_6,sw_7) begin
	En_C2 = sw_7;
	En_B = sw_6;
	En_A = sw_5;
	En_G = sw_4;
	En_F = sw_3;
	En_E = sw_2;
	En_D = sw_1;
	En_C = sw_0;
end
endmodule 
module test_playsong;
reg clk;
reg [7:0] line;
wire c, d, e, f, g, a, b, c2;
parameter line1 = 8'b10101000;  
parameter line2 = 8'b00000001;  
parameter line3 = 8'b00000010;  
parameter line4 = 8'b00000001;  
parameter line5 = 8'b00001000;  
parameter line6 = 8'b00100000;  
parameter line7 = 8'b01000000;  
parameter line8 = 8'b00100000;  
parameter line9 = 8'b10101000;  
trueloveskiss trueloves(clk,line,c,d,e,f,g,a,b,c2);
initial clk = 0;
always #20 clk=!clk;
initial begin
line = line1;
#9900000
line = line2;
#9900000
line = line3;
#9900000
line = line4;
#9900000
line = line5;
#9900000
line = line6;
#9900000
line = line7;
#9900000
line = line8;
#9900000
line = line9;
end
endmodule 
### flow/run.sh
#!/bin/bash
# OpenROAD 26Q1-2900-gdf79404cd8, Yosys 0.63+post, stock flow scripts
make -C /OpenROAD-flow-scripts/flow DESIGN_CONFIG=/design/flow/config.mk WORK_HOME=/design/flow/orfs finish
### flow/config.mk
export PLATFORM = sky130hd
export DESIGN_NAME = inputconditioner
export DESIGN_NICKNAME = inputconditioner
export VERILOG_FILES = /design/flow/design.v
export SDC_FILE = /design/flow/constraint.sdc
export NUM_CORES = 4
export LEC_CHECK = 1
export CORE_AREA = 10 10 70 70
export DIE_AREA = 0 0 80 80
==> results.cfg <==
; flow metrics
[logic_synthesis]
area_leaders = dfxtp_1 (51%), edfxtp_1 (15%), ha_1 (13%)
syn_avg_cell_area_um2 = 14.0
ys_cells = 14
ys_area_um2 = 196
synth_cell_types = 8
seq_area_frac_synth_pct = 66.2
syn_inst = 14
synthesis.area_um2 = 196
ys_ff = 6
ys_warn_count = 1
yosysTopAreaCell = dfxtp_1
synth.top_cell.area_share_pct = 51.0

[final_timing]
relSlewSlack_pct = 72.3
tightestPinTransition_ps = 412
fmax_mhz = 669
period_needed_ps = 1490
setup_violations = 0
rsz0062_at_grt = no
hold_viol = 0
clock_skew_ps = 6.18
period_used_pct = 71.2
tns_ps = 0
report.final.slew_viol_count = 0

[detailed_routing]
routed_wl_um = 284
via_per_inst = 1.65
dr.pass1.iters = 2
wl_per_cell_um = 4.30
vias = 109
drtIter0Drc = 1
drc = 0
insertedDiodeCount = 0
antenna_left = 0

[clock_tree]
hold_buffers = 0
clk_pin_slew_worst_paths_ps = 50
postCtsResizedCells = 0
clock_path_buffers = 2
cts_tree = done
post_cts_buffers = 0
cts_sinks = 6
clk_latency_ps = 250
cts_made_buffers = 3
root_buffer = clkbuf_4
htreeDepth = 1

[floorplan]
die_area_um2 = 6400
core_um2 = 3420
io_pins = 3
fp-row-count = 21
die_h_um = 80
fp_util_pct = 5.75
die_x_um = 80

[worst_setup_path]
cp-end-kind = output port
worst_path_max_delay_cell = clkdlybuf4s50_1
rrSetupSlack_ps = 970
crit_path_cell_trace = clkdlybuf4s50_1
start_kind = register
critPathMaxFanout = 2
rr_startpoint = counter[0]
cp-startpoint = conditioned
r2r_end = conditioned
arrival_ps = 1070
required_ps = 1680
critical_path_class = reg2out
ff2ff_path_depth = 3
cp_top_family = buffers and inverters
crit_buf_inv = 1
max_stage_delay_ps = 470

[pwr]
switching_power_w = 0.0000565
ir_worst_vdd_v = 0.000415
combPwrFrac_pct = 9.3
intPower_w = 0.000218
swShare_pct = 20.6
p_leak_nw = 0.101
power_density_nw_per_um2 = 913
p_seq_share_pct = 49.4
power_frac_clock_pct = 41.3

[grt]
grt_max_degree = 5
grt_usage_pct = 0.974
grt_antenna_before_repair = 0
grt_first_pass_wirelength_um = 441
grt.overflow.total = 0
grt_pass1_vias = 114

[placement]
gp_congestion = 0.694
placed_area_um2 = 274
io_buffers = 2
hpwl_um = 217

[layout]
post-route-cell-area_um2 = 300
drive_gt1_share_pct = 20.0
synthToLayoutAreaGrowth_pct = 52.9
postLayoutCoreUtil_pct = 8.79

[min_path]
hold_path.startpoint = synchronizer0
min_to = synchronizer1
hp-class = reg2reg
whs_path_depth = 0

[status]
status = finished clean

[run]
warnings = 25
drv_cap = 0
[cells in the final DEF, fill, tap and decap left out, drive strengths merged]
cell type	synthesis	routed
clkbuf	0	4
clkdlybuf4s50	0	2
nor2b	1	1
nor3	2	2
dfxtp	5	5
ha	2	2
nor3b	1	1
edfxtp	1	1
inv	1	1
xnor2	1	1
[state kept, by name, indices dropped and copies added, names as in the netlist]
signal / flops
counter: 3
synchronizer1: 1
conditioned: 1
synchronizer0: 1
[kinds of logic (layout without fill, tap and decap cells)]
family | count (synthesis) | in the layout | synth area share [%]
flip-flops | 6 | 6 | 66.2
AND/OR/NAND/NOR | 4 | 4 | 14.7
adder cells (fa/ha/maj) | 2 | 2 | 12.7
XOR/XNOR | 1 | 1 | 4.46
buffers and inverters | 1 | 7 | 1.91
[Yosys cell counts (all sizes together)]
cell type and count:
nor3b 1, nor3 2, dfxtp 5, edfxtp 1, nor2b 1, xnor2 1
inv 1, ha 2
[power groups by stage]
stage	clock [W]	combinational, W	sequential, W
after CTS	0.000119	0.0000265	0.000136
final	0.000113	0.0000255	0.000135
after global routing	0.000130	0.0000318	0.000136
[through the flow]
stage	hold WS, ps	power (W)	setup WS [ps]	std cells
after floorplan	310	0.000156	1020	14
after global placement	316	0.000161	851	62
after detailed placement	324	0.000164	854	62
after CTS	336	0.000281	582	66
after global routing	347	0.000298	552	66
final	331	0.000274	605	66
[layer usage]
metal / global-route usage [%] / routed length [µm] / vias to the layer above
li1: - / - / 58
met1: 0.802 / 114 / 44
met2: 1.04 / 103 / 5
met3: 1.59 / 53 / 2
met4: 0.528 / 12 / 0
met5: 0 / 0 / -
[layout make-up]
| cell class | instances | area (µm²) |
|---|---|---|
| multi-input combinational | 7 | 62.6 |
| clock buffer | 4 | 26.3 |
| inverter | 1 | 3.75 |
| sequential | 6 | 130 |
| tap | 46 | 57.6 |
| timing repair buffer | 2 | 20.0 |
| fill | 404 | 3120 |
[worst max-delay path by stage]
stage                  to  slack (ps)  cells after the start
global route  conditioned         550                      1
CTS           conditioned         580                      1
finish        conditioned         610                      1
Power and IR drop assume default switching activity.
