==> flow/design.v <==
module musicC(clk, speaker, counter, EN_C);
input clk;
input EN_C;
output speaker;
output reg [16:0] counter = 17'b0;
always @(posedge clk)
	if(EN_C) begin
		if(counter==95566) begin
			counter <= 0;
    		end
    		else begin
			counter <= counter+1;
    		end
	end
assign speaker = counter[16];
endmodule
module musicD(clk, speaker, counter, EN_D);
input clk;
input EN_D;
output speaker;
output reg [16:0] counter = 17'b0;
always @(posedge clk)
	if(EN_D) begin
		if(counter==85121) begin
			counter <= 0;
    		end
    		else begin
			counter <= counter+1;
    		end
	end
assign speaker = counter[16];
endmodule
module musicE(clk, speaker, counter, EN_E);
input clk;
input EN_E;
output speaker;
output reg [16:0] counter = 17'b0;
always @(posedge clk)
	if(EN_E) begin
		if(counter==75850) begin
			counter <= 0;
    		end
    		else begin
			counter <= counter+1;
    		end
	end
assign speaker = counter[16];
endmodule
module musicF(clk, speaker, counter, EN_F);
input clk;
input EN_F;
output speaker;
output reg [16:0] counter = 17'b0;
always @(posedge clk)
	if(EN_F) begin
		if(counter==71592) begin
			counter <= 0;
    		end
    		else begin
			counter <= counter+1;
    		end
	end
assign speaker = counter[16];
endmodule
module musicG(clk, speaker, counter, EN_F);
input clk;
input EN_F;
output speaker;
output reg [15:0] counter = 16'b0;
always @(posedge clk)
	if(EN_F) begin
    		if(counter==63776) begin
			counter <= 0;
    		end
    		else begin
			counter <= counter+1;
    		end
	end
assign speaker = counter[15];
endmodule
module musicA(clk, speaker, counter, EN_A);
input clk;
input EN_A;
output speaker;
output reg [15:0] counter = 16'b0;
always @(posedge clk)
	if(EN_A) begin
		if(counter==56818) begin
			counter <= 0;
    		end
    		else begin
			counter <= counter+1;
    		end
	end
assign speaker = counter[15];
endmodule
module musicB(clk, speaker, counter, EN_B);
input clk;
input EN_B;
output speaker;
output reg [15:0] counter = 16'b0;
always @(posedge clk)
	if(EN_B) begin
		if(counter==50618) begin
			counter <= 0;
    		end
    		else begin
			counter <= counter+1;
    		end
	end
assign speaker = counter[15];
endmodule
module musicC2(clk, speaker, counter, EN_C2);
input clk;
input EN_C2;
output speaker;
output reg [15:0] counter = 16'b0;
always @(posedge clk)
	if(EN_C2) begin
		if(counter==47774) begin
			counter <= 0;
    		end
    		else begin
			counter <= counter+1;
    		end
	end
assign speaker = counter[15];
endmodule
module pull_all_truelove(clk,sw_1, speaker1,speaker2,speaker3,speaker4,speaker5,speaker6,speaker7,speaker8);
input sw_1, clk;
output speaker1,speaker2,speaker3,speaker4,speaker5,speaker6,speaker7,speaker8;
inputconditioner incon(clk,sw_1,conditioned);
playSong trueloveskiss_song(clk,conditioned,speaker1,speaker2,speaker3,speaker4,speaker5,speaker6,speaker7,speaker8);
endmodule
module inputconditioner(clk, noisysignal, conditioned);
output reg conditioned = 0;
reg positiveedge = 0;
reg negativeedge = 0;
input clk, noisysignal;
parameter counterwidth = 3;
parameter waittime = 3;
reg[counterwidth-1:0] counter =0;
reg synchronizer0 = 0;
reg synchronizer1 = 0;
always @(posedge clk ) begin
	positiveedge <= 0;
	negativeedge <= 0;
    	if(conditioned == synchronizer1)  
        	counter <= 0;
    	else begin
        if( counter == waittime) begin  
            	counter <= 0;  
            	conditioned <= synchronizer1;  
		if (conditioned == 0) begin  
			positiveedge <=1;  
		end
		else begin
			negativeedge <=1;  
		end
        end
        else 
            	counter <= counter+1;  
    	end
    	synchronizer1 = synchronizer0;
    	synchronizer0 = noisysignal;
end
endmodule
module trueloveskiss(clk, line, speaker1,speaker2,speaker3,speaker4,speaker5,speaker6,speaker7,speaker8);
input clk;
input[7:0] line;
output speaker1,speaker2,speaker3,speaker4,speaker5,speaker6,speaker7,speaker8;
wire[16:0] counter1,counter2,counter3,counter4;
wire[15:0] counter5,counter6,counter7,counter8;
wire En_C, En_D, En_E, En_F, En_G, En_A, En_B, En_C2;
lut LUT(line[0],line[1],line[2],line[3],line[4],line[5],line[6],line[7], En_C, En_D, En_E, En_F, En_G, En_A, En_B, En_C2);
musicC cnote(clk, speaker1, counter1, En_C);
musicD dnote(clk, speaker2, counter2, En_D);
musicE enote(clk, speaker3, counter3, En_E);
musicF fnote(clk, speaker4, counter4, En_F);
musicG gnote(clk, speaker5, counter5, En_G);
musicA anote(clk, speaker6, counter6, En_A);
musicB bnote(clk, speaker7, counter7, En_B);
musicC2 c2note(clk, speaker8, counter8, En_C2);
endmodule 
module lut(sw_0, sw_1, sw_2, sw_3, sw_4, sw_5, sw_6, sw_7, En_C, En_D, En_E, En_F, En_G, En_A, En_B, En_C2);
input sw_0, sw_1, sw_2, sw_3, sw_4, sw_5, sw_6, sw_7;
output reg En_C = 'b0;
output reg En_D = 'b0;
output reg En_E = 'b0;
output reg En_F = 'b0;
output reg En_G = 'b0;
output reg En_A = 'b0;
output reg En_B = 'b0;
output reg En_C2 = 'b0;
always@(sw_0,sw_1,sw_2,sw_3,sw_4,sw_5,sw_6,sw_7) begin
	En_C2 = sw_7;
	En_B = sw_6;
	En_A = sw_5;
	En_G = sw_4;
	En_F = sw_3;
	En_E = sw_2;
	En_D = sw_1;
	En_C = sw_0;
end
endmodule 
module test_playsong;
reg clk;
reg [7:0] line;
wire c, d, e, f, g, a, b, c2;
parameter line1 = 8'b10101000;  
parameter line2 = 8'b00000001;  
parameter line3 = 8'b00000010;  
parameter line4 = 8'b00000001;  
parameter line5 = 8'b00001000;  
parameter line6 = 8'b00100000;  
parameter line7 = 8'b01000000;  
parameter line8 = 8'b00100000;  
parameter line9 = 8'b10101000;  
trueloveskiss trueloves(clk,line,c,d,e,f,g,a,b,c2);
initial clk = 0;
always #20 clk=!clk;
initial begin
line = line1;
#9900000
line = line2;
#9900000
line = line3;
#9900000
line = line4;
#9900000
line = line5;
#9900000
line = line6;
#9900000
line = line7;
#9900000
line = line8;
#9900000
line = line9;
end
endmodule 
==> flow/run.sh <==
#!/bin/bash
# OpenROAD 26Q1-2900-gdf79404cd8, Yosys 0.63+post, stock flow scripts
make -C /OpenROAD-flow-scripts/flow DESIGN_CONFIG=/design/flow/config.mk WORK_HOME=/design/flow/orfs finish
==> flow/config.mk <==
export PLATFORM = sky130hd
export DESIGN_NAME = trueloveskiss
export DESIGN_NICKNAME = trueloveskiss
export VERILOG_FILES = /design/flow/design.v
export SDC_FILE = /design/flow/constraint.sdc
export NUM_CORES = 4
export LEC_CHECK = 1
export CORE_UTILIZATION = 40
==> flow/constraint.sdc <==
current_design trueloveskiss

set clk_period 4.9
set clk_io_pct 0.2

create_clock -name clk0 -period $clk_period [get_ports {clk}]

set non_clock_inputs [all_inputs -no_clocks]
set_input_delay [expr $clk_period * $clk_io_pct] -clock clk0 $non_clock_inputs
set_output_delay [expr $clk_period * $clk_io_pct] -clock clk0 [all_outputs]
==> results.txt <==
Implementation status.

- The run finished with clean final reports.
- In the synthesized netlist, the number of instances is 609.
- The global routing report lists combined usage of all routing layers as 0.143.
- The number of global-route vias before repair is 4336.
- The number of warnings the tools reported is 33.
- The type of the setup path with the least slack is reg -> out.
- The later-pin clock latency in the skew report is 0.41 ns.
- The post-cts gate resize count is 0.
- The root buffer cell chosen for the clock tree is sky130_fd_sc_hd__clkbuf_16.
- The wire-length estimate of the detail-placed layout is 7550 um.
- The final design utilization is 0.474.
- The vertical extent of the die is 134 um.
- In the routed netlist, the antenna diode instances number 0.
- The die area is 18000 um^2.
- Summing all non-filler instances in the final layout gives an area of 7970 um^2.
- The basic-gate share of the synthesized area counting and, or, nand and nor cells is 0.238.
- For this design the top-level I/O count stands at 17.
- The number of cell instances after yosys synthesis is 609.
- The maximum number of pins on one net before global-route repair is 18.
- The area inside the core boundary is 16800 um^2.
- In the layout the commonest cells are sky130_fd_sc_hd__edfxtp_1 (132), sky130_fd_sc_hd__nor2_1 (89), sky130_fd_sc_hd__xnor2_1 (60), sky130_fd_sc_hd__nand3_1 (51), sky130_fd_sc_hd__nand2_1 (37).
- Per Yosys stat, the portion of area used by sequential elements is 0.568.
- Among all stages on the critical path, the largest delay is contributed by sky130_fd_sc_hd__clkdlybuf4s50_1.
- On the critical path the largest part of the delay comes from buffers and inverters.
- The number of filler instances in the final layout is 1492.
- The shortest period the worst path allows is 2.30 ns.
- The report puts the hold buffer count at CTS at 0.
- STA reports the tightest min-delay check as being of type reg -> reg.
- The number of pins exceeding their max-slew limit in the final report is 0.
- The fraction of final layout cells with drive strength greater than 1 is 0.0507.
- The share of synthesized area in the top cell type comes to 0.568.
- For this sky-water flow run, the detailed-routed wirelength per cell is reported as 13.0 um.
- The area overhead of the layout relative to synthesis is 14.2%.
- The routed via count is 4546.
- The placer congestion estimate is 0.853.
- No sink is reached through more buffers than the 2 on the longest clock path.
- In this run the cell area measured after placement is 7400 um^2.
- Per the summary, power density relative to cell area is 361 nW/um^2.
- Leaving out buffers and inverters, the combinational logic in the layout accounts for 2910 um^2.
- The number of DRC violations after detailed routing is 0.
- The detail-routed via count per cell is 5.22.
- The required time of the critical path is 3.92 ns.
- In the Yosys stats the netlist draws on 39 distinct library cells.
- The library cell used most frequently in the layout, excluding fill and tap cells, is sky130_fd_sc_hd__edfxtp_1.
- The maximum clock frequency is 434 MHz.
- In the finished design, the share of the clock period the worst path needs comes to 0.470.
- The final setup TNS is 0 ns.
- The normalized max-slew margin is 0.421.
- The synthesized design contains 132 register bits.
- For the final database, setup skew stands at 0.00700 ns.
- After synthesis, the cell types taking the most area are sky130_fd_sc_hd__edfxtp_1 (57%), sky130_fd_sc_hd__xnor2_1 (7.5%), sky130_fd_sc_hd__nor2_1 (4.8%).
- The Yosys warning count is 9.
- Yosys mapped a number of flops with a built-in enable equal to about 130.
- The number of buffers inserted to repair setup after CTS is 0.
- For this run, the final setup violation count is recorded as 0.
- The number of max-cap violations is 0.
- Per the post-route antenna check, the number of violating nets is 0.
- Row generation in the floorplan step produced 47 rows.
- Per the OpenROAD power report, leakage power amounts to 2.73 nW.
- The fraction of registers with async set/reset is 0.
- The share of the synthesized netlist area taken by xor and xnor gates is 0.120.
- The CTS tree is built.
- The total clock buffers created by CTS is 17.
- A synthesized cell averages approximately 11 um^2.
- Setup repair after global routing left no endpoint under its margin.
- The final routed wirelength across all metal layers is 11300 um.
- The CTS log lists the clock sinks for this run as approximately 130.
- The clock-pin transition on the worst setup and hold timing paths is 0.05 ns.
- Looking at the clock tree report, the H-tree level count equals 4.
- In the synthesized netlist, the dominant kind of combinational cell is simple AND/OR/NAND/NOR gates.
- The measured slew at the worst slew-check pin is approximately 0.87 ns.
- The DRC violation total after the first TritonRoute iteration is 222.
- Per the power-grid run, VDD falls by no more than 246 uV.
- Per the OpenROAD floorplan log, the width of the die is 134 um.
- The yosys synthesis chip area is 6980 um^2.
- Recorded from the global router log, the overflow total was 0.
- The core utilization before placement is 0.415.
- In the synthesized netlist the dominant register cell turns out to be sky130_fd_sc_hd__edfxtp_1.
- The count of input and output buffers is 16.
- The count of final hold-check violations is 0.
- Registers take 3960 um^2.
- The cell-mix breakdown from Yosys lists the compound-gate area share as 0.0210.
- Counting both buffers and inverters, the worst setup path holds a total of 1.
- In this run the critical path is formed by clkdlybuf4s50_1.
- The number of antenna violations at the first check in global routing is 0.
- The worst slack after detailed placement is 2.53 ns.
- The slack of the worst reg-to-reg path is 2.84 ns.
- In this design, the stage delay of the slowest critical-path cell is 0.50 ns.
- Before antenna repair, the detailed router went through 4 iterations.
- The biggest area consumer among synthesized cells is sky130_fd_sc_hd__edfxtp_1.
- Measured against the total synthesized area, the mux share comes to 0.00861.
- The startpoint type of the worst setup path is a register.
- The type of destination of the critical path is an output pin.
- Setup slack on the critical path of the routed design comes to 2.60 ns.
- Per the synthesis report, the adder-cell share of the synthesized area is 0.0287.
- The first global-routing pass estimated 20000 um of wire.
- Data on the critical path arrives at its endpoint at 1.32 ns.
- Before any placement, the netlist area is recorded as between 6000 and 7000 um^2.
- The largest fanout of any net on the critical path is 4.
logic make-up after synthesis:
logic type / count (synthesis)
multiplexers: 6
AND-OR/OR-AND: 24
adder cells (fa/ha/maj): 16
flip-flops: 132
buffers and inverters: 27
XOR/XNOR: 96
AND/OR/NAND/NOR: 308
flip-flops by register name, summed over array words and instances (netlist names):
register and cells:
cnote.counter 17, enote.counter 17, anote.counter 16, dnote.counter 17, c2note.counter 16, fnote.counter 17, bnote.counter 16, gnote.counter 16
power breakdown:
part           internal (mW)  total, mW  switching [mW]
combinational         0.0962      0.197           0.101
sequential              1.36       1.45          0.0987
clock                  0.788       1.22           0.435
Yosys cell counts, types with 2 or more instances:
library cell                 n
sky130_fd_sc_hd__a21oi_1     5
sky130_fd_sc_hd__and2_1      2
sky130_fd_sc_hd__and3_1     16
sky130_fd_sc_hd__and4_1     13
sky130_fd_sc_hd__buf_2       3
sky130_fd_sc_hd__clkbuf_1    5
sky130_fd_sc_hd__edfxtp_1  132
sky130_fd_sc_hd__ha_1       16
sky130_fd_sc_hd__inv_1      19
sky130_fd_sc_hd__mux2i_1     6
sky130_fd_sc_hd__nand2_1    37
sky130_fd_sc_hd__nand2b_1    4
sky130_fd_sc_hd__nand3_1    51
sky130_fd_sc_hd__nand4_1    35
sky130_fd_sc_hd__nor2_1     89
sky130_fd_sc_hd__nor2b_1     2
sky130_fd_sc_hd__nor3_1     12
sky130_fd_sc_hd__nor4_1     14
sky130_fd_sc_hd__nor4b_1     7
sky130_fd_sc_hd__nor4bb_1    8
sky130_fd_sc_hd__o21ai_0    11
sky130_fd_sc_hd__o311ai_0    2
sky130_fd_sc_hd__o31ai_1     2
sky130_fd_sc_hd__o41ai_1     2
sky130_fd_sc_hd__or3_1       7
sky130_fd_sc_hd__or4b_1      2
sky130_fd_sc_hd__xnor2_1    60
sky130_fd_sc_hd__xor2_1     36
metrics by stage:
stage | hold WS [ns] | power (mW) | std cells
finish | 0.610 | 2.88 | 871
global route | 0.642 | 3.00 | 871
CTS | 0.611 | 2.91 | 871
detailed placement | 0.599 | 1.67 | 839
global placement | 0.593 | 1.67 | 839
floorplan | 0.565 | 1.59 | 609
path summary, 6_finish.rpt:
path / startpoint / end / cells after the start
max: c2note.counter[15] / speaker8 / 1
max reg2reg: bnote.counter[2] / bnote.counter[3] / 4
min: dnote.counter[13] / dnote.counter[13] / 1
min reg2reg: dnote.counter[13] / dnote.counter[13] / 1
layout make-up:
| type | count | area share |
|---|---|---|
| repair buffers | 18 | 0.0220 |
| flip-flops and latches | 132 | 0.497 |
| multi-input cells | 450 | 0.365 |
| clock inverters | 13 | 0.0176 |
| well taps | 220 | 0.0345 |
| clock buffers | 19 | 0.0543 |
| inverters | 19 | 0.00895 |
layer usage:
metal	up-vias	share of wire	track usage
met5	-	0	0
met4	0	0.012	0.0181
met3	10	0.035	0.0367
met2	68	0.44	0.206
met1	2138	0.51	0.240
li1	2330	-	-
No activity file was given, so power comes from the tool's default toggle rates.
